`/design/flow/config.mk`:
```
export PLATFORM = sky130hd
export DESIGN_NAME = mux_4
export DESIGN_NICKNAME = mux_4
export VERILOG_FILES = /design/flow/design.v
export SDC_FILE = /design/flow/constraint.sdc
export NUM_CORES = 4
export LEC_CHECK = 1
export CORE_AREA = 10 10 70 70
export DIE_AREA = 0 0 80 80
export SYNTH_HDL_FRONTEND = slang
```
`/design/flow/constraint.sdc`:
```
current_design mux_4

set clk_period 1.0
set clk_io_pct 0.2

create_clock -name clk0 -period $clk_period

set non_clock_inputs [all_inputs -no_clocks]
set_input_delay [expr $clk_period * $clk_io_pct] -clock clk0 $non_clock_inputs
set_output_delay [expr $clk_period * $clk_io_pct] -clock clk0 [all_outputs]
```
`/design/flow/design.v`:
```
`timescale 1ns / 1ps
module mux_4(input W0,W1,W2,W3,input[1:0] S,output [15:0] M);
wire [15:0] W0,W1,W2,W3;
	 assign M[0] = W0[0] & ~S[1] & ~S[0] | W1[0] & ~S[1] & S[0] | W2[0] & S[1] & ~S[0] | W3[0] & S[1] & S[0];
	 assign M[1] = W0[1] & ~S[1] & ~S[0] | W1[1] & ~S[1] & S[0] | W2[1] & S[1] & ~S[0] | W3[1] & S[1] & S[0];
    assign M[2] = W0[2] & ~S[1] & ~S[0] | W1[2] & ~S[1] & S[0] | W2[2] & S[1] & ~S[0] | W3[2] & S[1] & S[0];
    assign M[3] = W0[3] & ~S[1] & ~S[0] | W1[3] & ~S[1] & S[0] | W2[3] & S[1] & ~S[0] | W3[3] & S[1] & S[0];
    assign M[4] = W0[4] & ~S[1] & ~S[0] | W1[4] & ~S[1] & S[0] | W2[4] & S[1] & ~S[0] | W3[4] & S[1] & S[0];
    assign M[5] = W0[5] & ~S[1] & ~S[0] | W1[5] & ~S[1] & S[0] | W2[5] & S[1] & ~S[0] | W3[5] & S[1] & S[0];
    assign M[6] = W0[6] & ~S[1] & ~S[0] | W1[6] & ~S[1] & S[0] | W2[6] & S[1] & ~S[0] | W3[6] & S[1] & S[0];
    assign M[7] = W0[7] & ~S[1] & ~S[0] | W1[7] & ~S[1] & S[0] | W2[7] & S[1] & ~S[0] | W3[7] & S[1] & S[0];
    assign M[8] = W0[8] & ~S[1] & ~S[0] | W1[8] & ~S[1] & S[0] | W2[8] & S[1] & ~S[0] | W3[8] & S[1] & S[0];
	 assign M[9] = W0[9] & ~S[1] & ~S[0] | W1[9] & ~S[1] & S[0] | W2[9] & S[1] & ~S[0] | W3[9] & S[1] & S[0];
    assign M[10] = W0[10] & ~S[1] & ~S[0] | W1[10] & ~S[1] & S[0] | W2[10] & S[1] & ~S[0] | W3[10] & S[1] & S[0];
    assign M[11] = W0[11] & ~S[1] & ~S[0] | W1[11] & ~S[1] & S[0] | W2[11] & S[1] & ~S[0] | W3[11] & S[1] & S[0];
    assign M[12] = W0[12] & ~S[1] & ~S[0] | W1[12] & ~S[1] & S[0] | W2[12] & S[1] & ~S[0] | W3[12] & S[1] & S[0];
    assign M[13] = W0[13] & ~S[1] & ~S[0] | W1[13] & ~S[1] & S[0] | W2[13] & S[1] & ~S[0] | W3[13] & S[1] & S[0];
    assign M[14] = W0[14] & ~S[1] & ~S[0] | W1[14] & ~S[1] & S[0] | W2[14] & S[1] & ~S[0] | W3[14] & S[1] & S[0];
    assign M[15] = W0[15] & ~S[1] & ~S[0] | W1[15] & ~S[1] & S[0] | W2[15] & S[1] & ~S[0] | W3[15] & S[1] & S[0];
	 endmodule
```
`/design/flow/run.sh`:
```
#!/bin/bash
# OpenROAD 26Q1-2900-gdf79404cd8, Yosys 0.63+post, stock flow scripts
make -C /OpenROAD-flow-scripts/flow DESIGN_CONFIG=/design/flow/config.mk WORK_HOME=/design/flow/orfs finish
```
==> reports/qor.csv <==
metric;value;unit
status;complete, but fails checks;
failing checks;setup timing;
Crit path top cell by count;buf_12;
Comb area;360;um2
clock buffer count;0;
Worst Max-Slew Pin Slew;0.107;ns
Unique cell types;5;
Adders+Majority by Area;0;%
Max rail drop VDD;0.119;mV
CP max stage cell;mux4_2;
Flop area;0;um2
GRT Residual Overflow;0;
Inst Count DP;146;
flop count;0;
Worst Path Arrival;1.05;ns
FP Util;12.5;%
post-layout util;34.1;%
Seq/Total Area, Yosys;0;%
Fin. Hold Viols;0;
per-cell routed wire length;18.7;um
global-route wire length before repair;4.13;mm
post-route insts no fill;149;
HP Class;in -> out;
Core ar.;3420;um2
critical path cell sequence;buf_12, buf_12, mux4_2, buf_2;
hpwl dp;2.34;mm
RSZ-0062 raised after global routing;yes;
Yosys top cell area share;47.4;%
cell count in the Yosys report;20;
synthesized area per cell;21.4;um2
Final min period;1.25;ns
pwr dens;347;nW/um2
crit path kind;in -> out;
Die Ht;80;um
total number of vias;582;
Cells after Synth;20;
Critical Path RT;0.80;ns
Synth top cell by count;mux4_2;
CP endpoint kind;output pin;
Final period util;125;%
worst path bufs/invs;3;
startpoint types;primary input;
XOR Share, Synth;0;%
hold bufs inserted after CTS;0;
Setup violations, final;16;
crit-path max FO;8;
Post-Route WL;2.79;mm
Yosys chip area;428;um2
initial antenna violation count;0;
AO/OA Area Share;0;%
Synth area leader;mux4_2;
Port Buffers;82;
routability congestion estimate;0.799;
pin count of the biggest net entering global routing;9;
Mapped Area;428;um2
Top non-seq family;multiplexers;
first-iteration detailed-routing DRC count;14;
share of layout cells above drive strength 1;37.9;%
die area;6400;um2
Mux cell area share;90.4;%
P_leak;0.000551;uW
DRC;0;
maximum clock frequency;801;MHz
Slew headroom;92.8;%
n_diodes;0;
total track usage;8.37;%
synth warn;0;
Top cells by area;mux4_2, mux4_1, buf_12;
vias per cell;3.91;
dpl ws;-1.10;ns
FP Rows;21;
fillers;368;
fin worst setup slack;-0.249;ns
vias in the first global route;713;
CP peak stage delay;0.50;ns
Basic Gates by Area;0;%
Max-cap violations;0;
drt pass-1 iters;2;
Design Power;405;uW
Syn-to-layout area delta;173;%
Slew Viols, Final;0;
OpenROAD warnings;35;
number of primary I/O pins;82;
most common library cells after synthesis;mux4_2, mux4_1, buf_2, buf_12, buf_6;
crit-path leading delay family;multiplexers;
die extent in x;80;um
antenna viol nets, final;0;
==> power breakdown <==
part	switching [uW]	total (uW)	internal [uW]
registers	0	0	0
clock network	0	0	0
logic	98.5	405	307
==> what timing repair did <==
| item | 4_1_cts | 5_1_grt |
|---|---|---|
| gates resized | 139 | 1 |
| buffers inserted | 1 | 0 |
| endpoints found under the setup margin | 16 | 16 |
| cloned | 2 | 0 |
==> layout make-up <==
class	instances	area share, %
multi-input cells	16	30.9
well taps	46	4.94
repair buffers	87	64.2
==> cells in the final DEF, fill, tap and decap left out, drive strengths merged <==
cell type / count
buf: 23
clkdlybuf4s15: 4
dlygate4sd2: 60
mux4: 16
==> cells by family after synthesis <==
kind of cell / Yosys count
buffers and inverters: 4
multiplexers: 16
==> worst paths after layout <==
path,start,end,slack [ns],cells after the start
setup / recovery,S[0],M[8],-0.25,4
hold / removal,S[1],M[6],0.83,3
==> routing by layer <==
metal  GRT usage (%)  vias to the layer above  wire length (um)
met1            10.9                      262              1190
met4               0                        0                 0
li1                -                      270                 -
met5               0                        -                 0
met3            4.20                        0               380
met2            13.1                       50              1220
==> stage by stage <==
step / TNS (ns) / cell area [um2] / hold slack, ns
2_1_floorplan: -0.762 / 443 / 0.559
3_3_place_gp: -16.64 / 1290 / 1.52
3_5_place_dp: -16.67 / 1290 / 1.52
4_1_cts: -3.97 / 1160 / 0.840
5_1_grt: -4.13 / 1170 / 0.864
6_report: -3.62 / 1170 / 0.825
Power is estimated from default activity; no workload was simulated.
